`flow/design.v`:
```
module ALU (
    input  wire [31:0] in_A,        
    input  wire [31:0] in_B,        
    input  wire [2:0]  alu_sel,     
    output reg         zero,        
    output reg [31:0]  alu_result   
);
always @(*) begin
    case (alu_sel)
        3'b000: alu_result = in_A + in_B;       
        3'b001: begin
			alu_result = in_A - in_B;       	
			zero 	   =  (alu_result == 32'b0) ;
		end	
        3'b010: alu_result = in_A & in_B ; 
		3'b011: alu_result = in_A | in_B ;
		3'b100: alu_result = in_A ^ in_B ;
		3'b101: alu_result = (in_A < in_B) ? 1 : 0 ;
		3'b110:  alu_result = in_A << in_B ;  
		3'b111:  alu_result = in_A >> in_B ;
		default: alu_result = 32'bx;
    endcase
    zero = (alu_result == 32'd0) ? 1'b1 : 1'b0;
end
endmodule
```
`flow/run.sh`:
```
#!/bin/bash
# OpenROAD 26Q1-2900-gdf79404cd8, Yosys 0.63+post, stock flow scripts
make -C /OpenROAD-flow-scripts/flow DESIGN_CONFIG=/design/flow/config.mk WORK_HOME=/design/flow/orfs finish
```
`flow/config.mk`:
```
export PLATFORM = sky130hd
export DESIGN_NAME = ALU
export DESIGN_NICKNAME = ALU
export VERILOG_FILES = /design/flow/design.v
export SDC_FILE = /design/flow/constraint.sdc
export NUM_CORES = 4
export LEC_CHECK = 1
export CORE_UTILIZATION = 40
```
`flow/constraint.sdc`:
```
current_design ALU

set clk_period 14.6
set clk_io_pct 0.2

create_clock -name clk0 -period $clk_period

set non_clock_inputs [all_inputs -no_clocks]
set_input_delay [expr $clk_period * $clk_io_pct] -clock clk0 $non_clock_inputs
set_output_delay [expr $clk_period * $clk_io_pct] -clock clk0 [all_outputs]
```
==> Changelog: implementation <==
### Changed

- Fin cells: around 1600
- P per Cell Area: about 39 nW/µm²
- Vias per cell: roughly 6.7
- Vias in the first global route: 10210
- Kind of critical path: in2out
- Hold buffers post-CTS: 0
- Sw Ratio: 0.5903
- Total congestion overflow: 0
- Fillers: 2465
- Hold crit path type: in2out
- Crit start category: input pin
- YS chip area: roughly 9500 µm²
- CP Max Fanout: 29
- Yosys simple share: 0.2036
- Cts repair resizes: 0
- Final core occ: 0.4507
- Fin Setup TNS: 0 ns
- XORs/XNORs by Area: 0.01747
- CP arrival: between 9 and 10 ns
- LEAKAGE: 4.222 nW
- Final HPWL DP: 35420 µm
- Top cells by area: mux4_2 (13%), ha_1 (13%), a21oi_1 (5.5%)
- WL per Instance: between 20 and 30 µm
- Registers: 0
- Tool Warnings: 96
- Buffers on Ports: 100
- CP peak stage delay: ~0.64 ns
- P_int: 167.3 µW
- Pins over their slew limit: 0
- Die ar.: 24440 µm²
- Final Critical Period: 12.07 ns
- Synth area leader: mux4_2
- Total Wirelength: 44850 µm
- First-pass GRT wire length: ~67000 µm
- Clock buf count: 0
- Largest net degree at the start of global routing: 62
- Worst setup EP type: output port
- Top delay family on crit path: simple AND/OR/NAND/NOR gates
- Top cells by count, synth: nand2_1 (116), a21oi_1 (104), nor2_1 (103)
- Core outline area: 23400 µm²
- Top Ports: roughly 100
- Gr usage total: 0.3776
- Post-Synth AOI/OAI Area: 0.3240
- 1st-pass router iterations: 5
- Initial antenna violation count: 2
- Die Width: ~160 µm
- Least-Margin Pin Slew: 0.8156 ns
- Maximum vdd drop: 23.99 µV
- DP Cell Count: between 1500 and 2000
- Yosys top cell by instances: nand2_1
- Final Instance Area: 10550 µm²
- Area delta synth->final: 10.70%
- Relative max-transition margin: 0.4543
- Final setup violating endpoints: 0
- Post CTS Setup Buffer Count: 0
- Cell Area, Placed: 10540 µm²
- Worst Path Buf+Inv: 4
- Post-Syn Area: 9527 µm²
- Synth Seq Share: 0
- Initial drt markers: 1226
- Syn Area/Cell: 7.256 µm²
- Min Hold Slack: between 7 and 8 ns
- CP Cell Sequence: clkdlybuf4s50_1, buf_4, clkinv_1, ha_1, or4_1, a21oi_1, nor2_1, mux2_2, o221ai_2, or4_1, or4_1, nor4_1, or4b_1, nor4_2, clkdlybuf4s50_1
- Rows: around 56
- Cycle use final: 0.8270
- # Max-Cap Violations: 0
- Gate Count Post-Synth: 1313
- Fp_density: 0.4071
- Slowest stage cell, crit path: ha_1
- Max frequency: 82.82 MHz
- Comb. cell area: 8566 µm²
- Syn. warnings: 1
- Final hold vios: 0
- Flop area: 0 µm²
- Distinct lib cells: a little over 90
- Via count: 10930
- RSZ-0062 raised after global routing: no
- P_sw: ~240 µW
- Multiplexer share: 0.2238
- Share of cells above drive strength 1: 0.1080
- Crit path required time: around 12 ns
- Residual DRC count: 0
- Max-area cell share: 0.1300
- DIE HEIGHT: approximately 160 µm
- Routed Antenna Nets: 0
- Global placement routability congestion: approximately 1.0
- Top comb family, area: AND-OR/OR-AND gates
- CP most frequent cell: or4_1
- Ys cells: approximately 1300
- Outcome: completed
- Synth Area in Adders: 0.1303
## power by group through the flow
stage / clock network, mW / logic, mW / registers [mW]
4_1_cts: 0 / 0.401 / 0
5_1_grt: 0 / 0.438 / 0
## metal layers
metal  track usage  vias to the layer above  share of wire
met5             0                        -              0
met1        0.5412                     5283           0.43
li1              -                     4998              -
met4       0.09944                        0          0.031
met2        0.5880                      571           0.45
met3       0.07078                       76          0.089
## cell type report
| cell class | instances | share of cell area |
|---|---|---|
| diodes | 1 | 0.0002373 |
| inverters | 102 | 0.03630 |
| multi-input cells | 1085 | 0.8122 |
| well taps | 319 | 0.03785 |
| repair buffers | 128 | 0.1134 |
## per-stage QoR
stage,setup slack [ns],power (mW)
global route,2.335,0.4378
detailed placement,2.626,0.3983
finish,2.525,0.4084
global placement,2.682,0.4022
floorplan,4.490,0.2547
CTS,2.593,0.4005
## kinds of logic after synthesis
family / count (synthesis)
compound gates: 438
xor+xnor: 19
fa+ha+maj: 98
buf+inv: 228
mux: 130
simple gates: 400
## worst paths after layout
| kind | startpoint | to | slack (ns) | cells past startpoint |
|---|---|---|---|---|
| max | in_B[3] | zero | 2.53 | 15 |
| min | alu_sel[0] | alu_result[6] | 7.01 | 5 |
## placed cells by master, fill, tap and decap left out, types with 15 or more instances in the layout
cell,instances
nand2_1,116
a21oi_1,104
nor2_1,103
inv_1,98
ha_1,96
clkdlybuf4s50_1,96
mux4_2,55
o21ai_0,54
mux2i_1,48
nor3_1,33
buf_4,30
nand3_1,28
o211ai_1,25
a211oi_1,24
mux2_2,19
a31oi_1,18
o22ai_1,18
a21o_1,17
a221oi_1,16
xnor2_1,15
Power is estimated from default activity; no workload was simulated.
