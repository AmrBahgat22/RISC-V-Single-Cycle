**./run.sh**
```bash
#!/bin/bash
# OpenROAD 26Q1-2900-gdf79404cd8, Yosys 0.63+post, stock flow scripts
make -C /OpenROAD-flow-scripts/flow DESIGN_CONFIG=/design/flow/config.mk WORK_HOME=/design/flow/orfs finish
```
**./config.mk**
```make
export PLATFORM = sky130hd
export DESIGN_NAME = J_MUX
export DESIGN_NICKNAME = J_MUX
export VERILOG_FILES = /design/flow/design.v
export SDC_FILE = /design/flow/constraint.sdc
export NUM_CORES = 4
export LEC_CHECK = 1
export CORE_AREA = 10 10 86 86
export DIE_AREA = 0 0 96 96
```
**./constraint.sdc**
```tcl
current_design J_MUX

set clk_period 3.4
set clk_io_pct 0.2

create_clock -name clk0 -period $clk_period

set non_clock_inputs [all_inputs -no_clocks]
set_input_delay [expr $clk_period * $clk_io_pct] -clock clk0 $non_clock_inputs
set_output_delay [expr $clk_period * $clk_io_pct] -clock clk0 [all_outputs]
```
**./design.v**
```verilog
module J_MUX(
	input	wire	[31:0]	ALUResult	,
    input	wire	[31:0]	ReadData	,
    input	wire	[31:0]	PCPlus4		,
    input 	wire 	[1:0] 	ResultSrc	,
    output 	reg 	[31:0] Result
);
always @(*) begin
    case (ResultSrc)
        2'b00: Result 	= ALUResult	; 
        2'b01: Result 	= ReadData	;   
        2'b10: Result 	= PCPlus4	;     
        default: Result = 32'b0		; 
    endcase
end
endmodule
```
==> writeup.txt <==
The average routed wire per standard cell is 16.6 µm. The count of standard-cell rows was 27. The logs give 1,193 for the number of global-route vias before repair and 0 for the number of inserted diodes. The run gives 0% for the xor/xnor cell area share of the yosys netlist. The synthesized netlist contains 8 unique library cells. The synthesized netlist occupies a cell area of 787 µm². The fraction of power spent switching nets was 25.4%.

Tracing the worst setup path back leads to its startpoint at ResultSrc[0]. In the power breakdown, the internal column shows 0.000189 W. In this run the layout overhead on the synthesized area is reported as 169%. The number of setup buffers added after CTS is 0. The worst setup path is captured at a primary output. Per report_power, the clock group accounts for 0% of the total. The mean cell area of the mapped netlist came out at 10.2 µm².

The tools report the power share of the sequential group as 0%. The layout report lists the combined flip-flop and latch area as 0 µm². The number of sequential cells reported for the layout is 0.

In the final layout, the fill cell count is 572. The logs give 1 for the tally of yosys warning messages and 0 ps for the setup TNS. The number of port buffers was 130.

The mean number of vias per cell was 4.11. Synthesized-area fraction occupied by and/or/nand/nor cells: 1.75%. The DRC violation count after routing was 0. Once the floorplan was initialized, standard cells occupied 14.2% of the core. Entering global routing, the biggest net connects 33 pins. The tools report the register share after synthesis as 0%.

The global route stage reports its total congestion overflow as 0. Count of final setup violators: 0. At the pin with the least slew margin, the transition time is 480 ps.

The worst-case headroom to the max-slew limit was 68.0%. With the starting DRC count in detailed routing at 13, the die boundary width is 96 µm. The worst setup path is of the input port to primary output kind. The tools report the minimum hold slack as 2270 ps. The dominant non-sequential cell family after synthesis is AND-OR/OR-AND gates. The tools report the critical path launch point type as an input port. The placeable core region came out at 0.00554 mm². The run finished with clean final reports. Pins over their slew limit in the final report were tallied at 0. The initial antenna violation count is 0, and the overall global routing resource usage is 9.02%. The worst vdd rail ir drop was 0.0000521 V; the logic area was 677 µm². Yosys stat counts 77 cells in the synthesized netlist.

The total power per unit cell area came out at 120 mW/mm². The first-pass GRT wire length is 6670 µm. For this block, the via count after detailed routing is 1,117. Summing over the stages, the warning tally comes to 32. The number of gates resized after CTS was 0. The count of clock buffers in the final design was 0; the tally of non-filler cells in the final layout was 272.

The number of I/O pins is 130. The run gives 3 for the count of TritonRoute iterations in the first routing pass. Yosys reports a chip area of 787 µm². Measured along the y axis, the die boundary spans 96 µm. Summing the areas of all fa, ha and maj instances in the mapped netlist gives 0% of the synthesized area. The count of mapped cells out of synthesis was 77; the final RePlAce weighted congestion was 0.757. Dividing the final minimum period by the clock period gives 86.4%.

Setup repair after global routing left no endpoint under its margin. The number of cells after detailed placement is 272. Type of the worst min-delay path: input port to primary output. Summing all multiplexer cells gives an area fraction of 40.7%. The post-route minimum period is 2940 ps, and the utilization after layout is 38.1%. Summing the areas of all compound-gate instances in the mapped netlist gives 43.6% of the synthesized area. With the static leakage at 0.799 nW, the standard cell area after detailed placement is 0.00211 mm².

The worst min-delay path startpoint is ReadData[31]. According to the dpl log, the detail-placed design has an HPWL of 3970 µm. Of the total power, combinational logic draws 100.0%. The critical path data arrival time came out at 2260 ps. The data required time at the worst endpoint was 2720 ps. The detailed router reported a total wirelength of 4510 µm. After floorplanning, the die was sized to cover 0.00922 mm². After routing the design area is 0.00211 mm². The layout summary lists the proportion of cells stronger than drive strength 1 as 8.50%.

The maximum operating frequency is 341 MHz. Buffers inserted to repair hold after CTS numbered 0. The run gives 0 for the total count of hold-check failures in the final report. The report shows a maximum critical-path fanout of 22.

The logs give 0 for the count of antenna-violating nets left after detailed routing and 0.0000644 W for the power spent charging and discharging nets. The run reported a max-capacitance violation count of 0.
==> cell usage in the layout (no fill, tap or decap) <==
cell,instances
sky130_fd_sc_hd__buf_12,1
sky130_fd_sc_hd__mux2i_1,32
sky130_fd_sc_hd__buf_4,4
sky130_fd_sc_hd__clkdlybuf4s50_1,129
sky130_fd_sc_hd__o2bb2ai_2,10
sky130_fd_sc_hd__o2bb2ai_1,22
sky130_fd_sc_hd__nor2b_4,1
sky130_fd_sc_hd__buf_2,1
==> path summary, 6_finish.rpt <==
check	end	slack, ps	cells after the start
worst min-delay path	Result[31]	2270	3
worst max-delay path	Result[22]	460	5
==> final cells by class <==
type,instances,area share [%]
timing repair buffer,135,63.7
multi-input combinational,65,32.0
tap,72,4.26
==> stage by stage <==
stage               total power (W)  setup slack [ps]
CTS                        0.000259               440
finish                     0.000253               463
global placement           0.000257               465
global route               0.000275               376
detailed placement         0.000258               449
floorplan                 0.0000743              1440
==> power by group through the flow <==
stage	logic (W)	clock network, W	registers, W
CTS	0.000259	0	0
global route	0.000275	0	0
finish	0.000253	0	0
==> Yosys cell counts (all sizes together) <==
master | count | share of area [%]
mux2i | 32 | 41
o2bb2ai | 32 | 44
buf | 10 | 13
clkbuf | 2 | 0.95
nor2b | 1 | 1.7
==> worst max-delay path, cell delays in order <==
cell and delay, ps:
sky130_fd_sc_hd__clkdlybuf4s50_1 480, sky130_fd_sc_hd__nor2b_4 150, sky130_fd_sc_hd__buf_4 300, sky130_fd_sc_hd__o2bb2ai_1 150, sky130_fd_sc_hd__clkdlybuf4s50_1 490
==> per-layer routing <==
layer  wire length [µm]  vias up  global-route usage (%)
met1               1830      476                    11.0
met4                  0        0                       0
li1                   -      568                       -
met3                618        0                    4.01
met5                  0        -                       0
met2               2060       73                    15.2
==> logic make-up (layout without fill, tap and decap cells) <==
family | after synthesis | in the layout
AOI/OAI and AO/OA | 32 | 32
buffers and inverters | 12 | 135
muxes | 32 | 32
and+or+nand+nor | 1 | 1
Power figures rest on the tool's default switching activity, not on a simulated workload.
