File: ./run.sh
#!/bin/bash
# OpenROAD 26Q1-2900-gdf79404cd8, Yosys 0.63+post, stock flow scripts
make -C /OpenROAD-flow-scripts/flow DESIGN_CONFIG=/design/flow/config.mk WORK_HOME=/design/flow/orfs finish
File: ./design.v
module MUX(
	input	wire [31:0] 	pc_plus4	,
    input 	wire [31:0] 	PCTarget	,
    input 	wire 			pcsrc 		,
    output wire [31:0] 		pc_next
);
assign pc_next = (pcsrc) ? PCTarget : pc_plus4;
endmodule
File: ./config.mk
export PLATFORM = sky130hd
export DESIGN_NAME = MUX
export DESIGN_NICKNAME = MUX
export VERILOG_FILES = /design/flow/design.v
export SDC_FILE = /design/flow/constraint.sdc
export NUM_CORES = 4
export LEC_CHECK = 1
export CORE_AREA = 10 10 71 71
export DIE_AREA = 0 0 81 81
File: ./constraint.sdc
current_design MUX

set clk_period 1.0
set clk_io_pct 0.2

create_clock -name clk0 -period $clk_period

set non_clock_inputs [all_inputs -no_clocks]
set_input_delay [expr $clk_period * $clk_io_pct] -clock clk0 $non_clock_inputs
set_output_delay [expr $clk_period * $clk_io_pct] -clock clk0 [all_outputs]
==> report_table.html <==
<!-- implementation run metrics -->
<table>
<tr><th>Metric</th><th>Value</th></tr>
<tr><th colspan="2">Die</th></tr>
<tr><td>Vertical die dimension</td><td>~81 um</td></tr>
<tr><td>Die span in x</td><td>81 um</td></tr>
<tr><td>Die area</td><td>about 6600 um2</td></tr>
<tr><td>Top-Level Pins</td><td>roughly 97</td></tr>
<tr><td>Core area</td><td>about 3600 um2</td></tr>
<tr><td>Cell Rows</td><td>22</td></tr>
<tr><td>Effective utilization at floorplan</td><td>14.98%</td></tr>
<tr><th colspan="2">Place</th></tr>
<tr><td>Count of buffers inserted at the top-level ports</td><td>97</td></tr>
<tr><td>Placer's final routability congestion estimate</td><td>0.8610</td></tr>
<tr><td>Setup slack at placement</td><td>-0.5271 ns</td></tr>
<tr><td>Detailed-placement wirelength estimate</td><td>about 2.5 mm</td></tr>
<tr><th colspan="2">Drt</th></tr>
<tr><td>Number of iterations in the first detailed-routing pass</td><td>2</td></tr>
<tr><td>Iteration-0 DRC Markers</td><td>3</td></tr>
<tr><td>Vias per cell</td><td>3.751</td></tr>
<tr><td>Average routed wire per standard cell</td><td>15.30 um</td></tr>
<tr><td>Number of vias after detailed routing</td><td>694</td></tr>
<tr><td>Number of diodes added for antenna fixing</td><td>0</td></tr>
<tr><td>Routed wire length</td><td>2.831 mm</td></tr>
<tr><td>Count of antenna-violating nets left after detailed routing</td><td>0</td></tr>
<tr><td>Number of design rule violations left after detail routing</td><td>0</td></tr>
<tr><th colspan="2">Job</th></tr>
<tr><td>Total tool warning count</td><td>34</td></tr>
<tr><td>Number of max-cap violations</td><td>0</td></tr>
<tr><th colspan="2">Worst setup path</th></tr>
<tr><td>Crit end category</td><td>primary output</td></tr>
<tr><td>Endpoint of the worst setup timing path</td><td>pc_next[25]</td></tr>
<tr><td>Startpoint of the worst setup timing path</td><td>pcsrc</td></tr>
<tr><td>WP data required</td><td>~0.80 ns</td></tr>
<tr><td>Top fanout value on the critical path</td><td>6</td></tr>
<tr><td>Crit start category</td><td>input pin</td></tr>
<tr><td>Arrival @ worst endpoint</td><td>0.99 ns</td></tr>
<tr><td>Kind of critical path</td><td>input pin to primary output</td></tr>
<tr><th colspan="2">Layout</th></tr>
<tr><td>Clock tree buffer count of the final layout</td><td>0</td></tr>
<tr><td>Util after Layout</td><td>43.73%</td></tr>
<tr><td>Fraction of layout instances using a drive strength above 1</td><td>53.28%</td></tr>
<tr><td>Filler instances</td><td>358</td></tr>
<tr><td>Multi-input combinational cell area</td><td>473.0 um2</td></tr>
<tr><td>Num sequential</td><td>0</td></tr>
<tr><td>Area growth syn-to-layout</td><td>192.0%</td></tr>
<tr><td>Register cell area after layout</td><td>0 um2</td></tr>
<tr><th colspan="2">Run status</th></tr>
<tr><td>Failing checks</td><td>negative setup slack</td></tr>
<tr><td>Status</td><td>finished with violations</td></tr>
<tr><th colspan="2">Logic synthesis</th></tr>
<tr><td>Mean cell area of the mapped netlist</td><td>15.12 um2</td></tr>
<tr><td>Number of cells in the yosys synthesis report</td><td>36</td></tr>
<tr><td>Gate count of the mapped netlist</td><td>36</td></tr>
<tr><td>Synthesized cell area</td><td>~540 um2</td></tr>
<tr><td>Number of distinct library cells after synthesis</td><td>4</td></tr>
<tr><td>Count of synthesis-stage warnings from yosys</td><td>0</td></tr>
<tr><td>Post-synth area from yosys stat</td><td>544.3 um2</td></tr>
<tr><td>Sequential element share of the synthesized area</td><td>0%</td></tr>
<tr><th colspan="2">GRT</th></tr>
<tr><td>Met1 usage</td><td>10.01%</td></tr>
<tr><td>Initial antenna violation count</td><td>0</td></tr>
<tr><td>Vias in the first global route</td><td>717</td></tr>
<tr><td>Largest net degree at the start of global routing</td><td>11</td></tr>
<tr><td>Most heavily used metal layer in global routing</td><td>met2</td></tr>
<tr><td>Total routing usage reported by global routing</td><td>7.424%</td></tr>
<tr><td>Met3 Resource Use GR</td><td>2.561%</td></tr>
<tr><td>Met2 capacity usage during global routing</td><td>between 10% and 20%</td></tr>
<tr><td>Global-route wire length before repair</td><td>3.946 mm</td></tr>
<tr><td>Overflow left after global routing</td><td>0</td></tr>
<tr><th colspan="2">Timing</th></tr>
<tr><td>Post-route worst setup slack</td><td>-0.1853 ns</td></tr>
<tr><td>Tightest hold margin</td><td>0.6910 ns</td></tr>
<tr><td>Setup_tns</td><td>-3.082 ns</td></tr>
<tr><td>Minimum period implied by the final worst setup slack</td><td>about 1.2 ns</td></tr>
<tr><td>Actual transition at the worst max-transition pin</td><td>0.08369 ns</td></tr>
<tr><td>Rel. slew slack</td><td>94.42%</td></tr>
<tr><td>Number of max-slew violations in the final report</td><td>0</td></tr>
<tr><td>Fmax</td><td>843.7 MHz</td></tr>
<tr><td>Share of the cycle needed by the critical path after routing</td><td>118.5%</td></tr>
<tr><td>Setup repair after global routing missed its margin</td><td>true</td></tr>
<tr><td>Final setup violation count</td><td>32</td></tr>
<tr><td>Total count of hold-check failures in the final report</td><td>0</td></tr>
<tr><th colspan="2">Power and ir drop</th></tr>
<tr><td>Overall power after layout</td><td>0.0006210 W</td></tr>
<tr><td>Static Leak</td><td>0.9049 nW</td></tr>
<tr><td>Areal power density over the cells</td><td>~400 nW/um2</td></tr>
<tr><td>Worst IR drop on VDD</td><td>146.8 uV</td></tr>
<tr><th colspan="2">Worst hold path</th></tr>
<tr><td>Class of the tightest hold or removal check</td><td>input pin to primary output</td></tr>
<tr><th colspan="2">Clocking</th></tr>
<tr><td>Number of hold-repair buffers added at the cts stage</td><td>0</td></tr>
</table>
==> report_power, final <==
group          total [W]  switching, W  internal (W)
Combinational   0.000621      0.000138      0.000483
Sequential             0             0             0
Clock                  0             0             0
Total           0.000621      0.000138      0.000483
==> per-stage QoR <==
| stage | instances | area [um2] |
|---|---|---|
| finish | 185 | 1589 |
| global route | 185 | 1589 |
| CTS | 184 | 1496 |
| detailed placement | 180 | 1559 |
| global placement | 180 | 1559 |
| floorplan | 36 | 544.3 |
==> what timing repair did <==
item,CTS,global route
gates cloned,1,0
resized,169,19
setup buffers,3,1
setup endpoints to repair,32,32
==> per-layer routing <==
metal / vias to the layer above / part of all wire (%)
li1: 338 / -
met5: - / 0
met1: 306 / 40
met3: 0 / 11
met2: 50 / 50
met4: 0 / 0
==> how the worst min path moves through the flow <==
| stage | end | slack, ns | startpoint | cells past startpoint |
|---|---|---|---|---|
| after CTS | pc_next[29] | 0.75 | pcsrc | 3 |
| final | pc_next[29] | 0.69 | PCTarget[29] | 3 |
| after global routing | pc_next[29] | 0.71 | PCTarget[29] | 3 |
==> synth_stat cells <==
library cell / instances / area (um2)
mux2_2: 2 / 22.52
mux2_4: 30 / 450.4
buf_12: 3 / 60.06
buf_6: 1 / 11.26
==> cell type report <==
type               instances  share of cell area, %
multi-input cells         32                  29.76
well taps                 48                  3.780
repair buffers           105                  66.46
==> worst max-delay path, cell delays in order <==
cell	delay (ns)
buf_12	0.12
buf_12	0.13
buf_4	0.13
mux2_4	0.29
buf_6	0.11
==> cell usage in the layout, fill, tap and decap left out <==
master,synthesis,layout
clkdlybuf4s50_1,0,4
dlymetal6s2s_1,0,9
buf_16,0,1
mux2_4,30,30
buf_12,3,4
buf_2,0,9
buf_4,0,2
buf_8,0,2
dlygate4sd2_1,0,51
mux2_2,2,2
buf_6,1,23
==> logic make-up (layout without fill, tap and decap cells) <==
kind of cell  after synthesis  count (layout)  share of synthesized area [%]
mux                        32              32                          86.90
buf+inv                     4             105                          13.10
Power and IR drop assume default switching activity.
